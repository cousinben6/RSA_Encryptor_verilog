`flow/run.sh`:
```
#!/bin/bash
# OpenROAD 26Q1-2900-gdf79404cd8, Yosys 0.63+post, stock flow scripts
make -C /OpenROAD-flow-scripts/flow DESIGN_CONFIG=/design/flow/config.mk WORK_HOME=/design/flow/orfs finish
```
`flow/config.mk`:
```
export PLATFORM = sky130hd
export DESIGN_NAME = RSA_Encryptor
export DESIGN_NICKNAME = RSA_Encryptor
export VERILOG_FILES = /design/flow/design.v
export SDC_FILE = /design/flow/constraint.sdc
export NUM_CORES = 4
export LEC_CHECK = 1
export CORE_UTILIZATION = 50
```
`flow/constraint.sdc`:
```
current_design RSA_Encryptor

set clk_period 27.6
set clk_io_pct 0.2

create_clock -name clk0 -period $clk_period [get_ports {clk}]

set non_clock_inputs [all_inputs -no_clocks]
set_input_delay [expr $clk_period * $clk_io_pct] -clock clk0 $non_clock_inputs
set_output_delay [expr $clk_period * $clk_io_pct] -clock clk0 [all_outputs]
```
`flow/design.v`:
```
module exponent(clk,rst, ld, A, B, O, Done); 
input clk, rst, ld; 
input [63:0]A;
input [63:0]B;
output reg[63:0]O; 
output reg Done;
reg [5:0]C; 
reg [5:0]C_exp;  
reg [2:0]select;
reg [63:0] a; 
reg [63:0] original_a;
reg [63:0] b; 
reg [63:0] o; 
wire [63:0] shifted, added; 
shifter shifting(.in(a),.n(C),.o(shifted));
fulladder adding(.x(o),.y(O),.o(added));
always @(posedge clk or posedge rst)
begin
if(rst)
 begin
 O<=16'b0;
 select<=0;
 end
else
 begin
	case(select)
	0:begin
	    Done=0;
	    if(ld==1)
		begin
		a=A; 
		original_a=A;
		b=B*B; 
		C=0;
		C_exp=0;
		select=1;
		end
	    else begin
		select=0;
		end
	  end
	1:begin
	    if(a[C]==1)
		begin
		o=shifted;
		C=C+1;
	   	select=2;
		end
	    else
		begin
		o=0;
		C=C+1;
	  	 select=2;
		end
          end
	2:begin
	    O=added;
	    if(C==Done) 
		select=3;
	    else
		select=1;
	  end
	3:begin  
	    C_exp=C_exp+1;
		C=0;
		if (C_exp==b)
		select=4;
		else
		select=1;
		end
	4:begin 
		Done=1;
		select=0;
		end
	endcase
	end
end
endmodule
module RSA_Encryptor(private_key, public_key, message_val, clk, start, rst, cal_done, cal_val);
	input 	[63:0] 	private_key;	 
	input 	[63:0] 	public_key;		 
	input 	[63:0] 	message_val;	 
	input 			clk;			 
	input 			start;			 
	input 			rst;			 
	output 			cal_done;		 
	output	reg [63:0]	cal_val;		 
	reg 	[3:0] 	state;			 
	reg 	[63:0]	loc_msg_val;	 
	reg		[63:0] 	loc_pri_key;	 
	reg		[63:0]	loc_pub_key;	 
	reg		[63:0]	loc_cal_val;	 
	reg				cal_done;
	reg load_exp;
	reg [63:0] number;
	reg [63:0] power_of;
	wire [63:0] exp_output;
	reg [63:0] exp_out_reg;
	wire exp_done;
	reg load_mod;
	reg [63:0] big_mod;
	reg [63:0] small_mod;
	wire [63:0] mod_out;
	reg  [63:0] mod_out_reg;
	wire mod_done;
	exponent my_exp(
	.clk	(clk),		 
	.rst	(rst),		 
	.ld		(load_exp),
	.A		(number),
	.B		(power_of),
	.O		(exp_output),
	.Done	(exp_done)
	);
	modulo my_mod(
	.clk	(clk),
	.rst	(rst), 
	.ld		(load_mod), 
	.A		(big_mod), 
	.B		(small_mod), 
	.O		(mod_out), 
	.Done	(mod_done)
	);
	parameter  Capture_state			= 	4'b0000;	 
	parameter  Exp_1		= 	4'b0001;	 
	parameter  Exp_2		= 	4'b0010;
	parameter  Exp_3		= 	4'b0011;
	parameter  Mod_1		= 	4'b0100;
	parameter  Mod_2		= 	4'b0101;
	parameter  Mod_3		= 	4'b0110;
	parameter  Cal_1		= 	4'b0111;
	parameter  Cal_2		= 	4'b1000;
	parameter  Cal_3		= 	4'b1001;
	always @(posedge clk or posedge rst)
	begin
		if(rst) 
		begin
			loc_pri_key	<=	64'b0;	
			loc_pub_key	<=	64'b0;
			loc_cal_val	<=	64'b0;
			state		<=	Capture_state;	 
			cal_done	<=	1'b0;
		end
		else 
		begin
			case(state)
			Capture_state:begin
				if (start)
				begin
					loc_msg_val	=	message_val;
					loc_pri_key	=	private_key;	
					loc_pub_key	=	public_key;
					state 		=	Exp_1;
				end
				else state<=Capture_state;
			end	
			Exp_1:begin
				number		=	loc_msg_val;
				power_of	=	loc_pri_key;
				load_exp	=	1'b1;
				state		=	Exp_2;
			end
			Exp_2:begin
				load_exp=1'b0;
				if(exp_done)begin
					exp_out_reg	=	exp_output;
					state		=	Mod_1;
				end
				else
					state		=	Exp_2;
			end
			Mod_1:begin
				big_mod		=	exp_output;
				small_mod	=	loc_pub_key;
				load_mod	=	1'b1;
				state		=	Mod_2;
			end
			Mod_2:begin
				load_mod	=	1'b0;
				if (mod_done)
				begin
					state		=	Cal_1;
					cal_val		=	mod_out;
				end
				else
				state		=	Mod_2;
			end
			Cal_1:begin
			state=Cal_2;
			end
			Cal_2:begin
			state=Cal_3;
			end
			Cal_3:begin
			state=Capture_state;
			end
			endcase
		end
	end
endmodule
module fulladder
(
input [63:0] x,
input [63:0] y,
output [63:0] o
);
assign o=y+x;
endmodule
module fullsubtractor
(
input wire [63:0] x,
input wire [63:0] y,
output wire [63:0] o
);
assign o=x-y;
endmodule
module modulo(clk,rst, ld, A, B, O, Done);
input clk, rst, ld; 
input [63:0]A;
input [63:0]B;
output reg[63:0]O; 
reg [1:0]select;
output reg Done;
reg [63:0] a;  
reg [63:0] b; 
reg [63:0] o;
wire [63:0] subtracted;
fullsubtractor adding(.x(o),.y(b),.o(subtracted));
always @(posedge clk or posedge rst)
begin
if(rst)
 begin
 O<=16'b0;
 select<=0;
 end
else
 begin
	case(select)
	0:begin
	    Done=0;
	    if(ld==1)
		begin
		a=A;
		b=B;
		o=A;
		select=1;
		end
	    else begin
		select=0;
		end
	  end
	1:begin
		O=o;
		if(o<b)
		select=3;
	    else
		select=2;
		end
	2:begin
	    o=subtracted;
		select=1;
	  end
	3:begin
	    Done=1;
	    select=0;
	  end
	endcase
 end
end
endmodule
module shifter
(
input [63:0] in,
input [5:0] n,
output [63:0] o
);
assign o = in << n;
endmodule
```
==> run summary <==
Flow results.

- The run finished with clean final reports.
- The register area share after synthesis is 0.286.
- Including well taps, the total number of placed cells is 11.7k.
- Across all layers, the routed design uses 61.6k vias.
- At the later pin of the worst-skew pair, clock insertion delay measures 0.77 ns.
- The TritonCTS clock tree is done.
- Prior to clock tree synthesis, the placed netlist has a worst setup slack of 17.47 ns.
- The worst clock skew on the final layout is 0.0632 ns.
- The top achievable clock speed is 97.9 MHz.
- Global routing finished with a remaining overflow of 0.
- The distinct cell type count after synthesis is 103.
- The power report attributes to the sequential group a share of 0.500.
- After synthesis, the design contains 9,015 cells according to Yosys.
- Leaving out fill and tap cells, the most frequent cells in the layout are 2,223 x sky130_fd_sc_hd__inv_1, 1,696 x sky130_fd_sc_hd__fa_1, 801 x sky130_fd_sc_hd__nand2_1, 718 x sky130_fd_sc_hd__edfxtp_1, 457 x sky130_fd_sc_hd__ha_1.
- The worst setup path category is reg2reg.
- The number of post-CTS setup repair buffers is 0.
- For the completed layout, the total cell area is recorded as 0.108 sq mm.
- The report counts max-capacitance violations totalling 0.
- The pin slew with the least headroom to its limit is 0.835 ns.
- The width of the die is 447 um.
- The count of endpoints failing setup in the final report is 0.
- The via count of the first global-routing pass is 68.5k.
- The flow reported a cell area power density of 29.3 mW/mm^2.
- The summed standard-cell area reported by yosys is 0.0992 sq mm.
- The number of warnings printed during yosys synthesis is 3.
- The delay of the slowest cell on the worst path is 0.73 ns.
- Synthesis inferred 990 register bits.
- Measured in cells, the most critical reg-to-reg path has a length of 32.
- The portion of total power attributed to the clock network is 0.474.
- The number of enable-type register cells in the synthesized netlist is 718.
- The worst-case reg-to-reg setup slack stands at 17.38 ns.
- The number of gates resized after cts is 0.
- The remaining antenna violation count after routing is 0.
- The cell area that synthesis handed to floorplanning was 0.0992 sq mm.
- The number of non-filler instances in the completed layout is 11.9k.
- The layout summary lists the proportion of cells stronger than drive strength 1 as 0.0794.
- The number of cells on the worst hold path is listed as 0.
- The number of warning messages in the logs is 38.
- The die covers 0.200 sq mm.
- The half-perimeter wire length of the detailed placement result is 189,000 um.
- The share of synthesized registers carrying an async set or reset is 0.275.
- The core region is 0.197 sq mm.
- The post-synthesis instance total is 9,015.
- For the final routed database, the setup TNS stands at 0 ns.
- The longest clock path from root to sink contains 3 buffers.
- The path type of the worst min-delay path is reg2reg.
- The internal power summed over all cells is 0.00251 W.
- The total routing usage reported by global routing is 0.276.
- Hold-check failures listed in the final report amount to 0.
- The data arrival time reported for the critical path is 10.68 ns.
- The quantity of I/O buffers inserted on ports is 257.
- The final timing summary puts the cycle share of the worst path at 0.370.
- Once routing completed, OpenROAD measured the worst setup slack at 17.38 ns.
- In the synthesized netlist the dominant register cell turns out to be sky130_fd_sc_hd__edfxtp_1.
- The worst setup path is launched from a flip-flop.
- The routed design has 240,000 um of wire.
- The first-pass iteration count of the detailed router is 7.
- Per the final report, max-transition violations number 0.
- The count of hold-fix buffers inserted at cts is 0.
- The routability-driven placement congestion ratio is 0.968.
- The worst slew margin relative to its limit is 0.444.
- The wire length of the first global-routing pass is 384,000 um.
- The area overhead of the layout relative to synthesis is 9.39%.
- The clock period minus final worst setup slack is 10.22 ns.
- Leaving out fill and tap cells, the most frequent cell in the layout is sky130_fd_sc_hd__inv_1.
- The boundary pin count is 260.
- The capturing element type of the critical path is a flip-flop.
- Per the OpenROAD power report, leakage power amounts to 54.5 nW.
- Fill cells in the final layout number 16.7k.
- The master cell of the clock root buffer is sky130_fd_sc_hd__clkbuf_16.
- The maximum fanout along the worst path is 27.
- The initial DRC count is 2,749.
- According to the timing report, the data required time at the worst endpoint equals 28.07 ns.
- The slowest cell on the critical path is sky130_fd_sc_hd__clkinv_1.
- Summing all multi-input logic gate instances after layout gives 0.0612 sq mm.
- The height of the die is 447 um.
- Clock tree synthesis inserted a total of 107 buffers.
- Per the hold report, the tightest min-delay path originates at state[7]$_DFF_PP0_.
- In this run the number of H-tree levels came out at 3.
- The floorplan has 163 rows.
- The switching power as a share of total power is 0.210.
- The number of clock sinks came to 990.
- In this run the critical register-to-register path is captured at my_exp.b[61]$_DFFE_PP_.
- Looking at the VDD voltage map, the peak drop is 0.0523 mV.
- TritonRoute output was used to compute an average wire per cell of 20.2 um.
- The synthesized area per cell is 11.0 sq um.
- The switching power is 0.000668 W.
- The combinational share of power is 0.025.
- The via-per-instance ratio is 5.19.
- The number of antenna violations at the first check in global routing is 5.
- Setup repair after global routing left no endpoint under its margin.
- The largest net degree at the start of global routing is 109.
- The placed instance area is 0.105 sq mm.
- The number of remaining DRC errors is 0.
- The most numerous cell type found on the critical path is sky130_fd_sc_hd__fa_1.
- Per the timing report, the most critical flop-to-flop path originates at power_of[29]$_DFFE_PP_.
- In the final layout, flip-flops and latches occupy 0.0284 sq mm.
- The CTS clock-pin slew for the worst setup and hold paths is 0.06 ns.
- The floorplan core density is 0.503.
- STA shows the worst min-delay path finishing at state[1]$_DFF_PP0_.
- The minimum hold slack is 0.359 ns.
Yosys cell counts, drive strengths merged (190+ instances only):
cell type	number	share of area
edfxtp	718	0.22
mux2	315	0.036
inv	2226	0.084
nand2	801	0.030
clkbuf	312	0.012
fa	1696	0.34
ha	457	0.058
a21oi	244	0.013
nor2	311	0.012
and2	394	0.025
xnor2	190	0.017
dfrtp	269	0.068
critical path: cells and delay by family (launching register included):
kind,cells,cell delay (ns)
adders and majority gates,11,5.49
AOI/OAI and AO/OA,9,1.70
buffers and inverters,8,1.49
and+or+nand+nor,3,0.88
DFF,1,0.32
xor gates and xnor gates,1,0.10
how the worst max path moves through the flow:
stage / from / endpoint / slack (ns) / cells after the start
finish: power_of[29]$_DFFE_PP_ / my_exp.b[61]$_DFFE_PP_ / 17.38 / 32
global route: power_of[29]$_DFFE_PP_ / my_exp.b[62]$_DFFE_PP_ / 16.94 / 30
CTS: power_of[29]$_DFFE_PP_ / my_exp.b[61]$_DFFE_PP_ / 17.42 / 32
sequential cells by signal (all words and copies together), names as in the netlist, 8 cells and up:
register and flops:
big_mod 64, cal_val 64, loc_msg_val 64, loc_pri_key 63, loc_pub_key 64, my_exp.O 64, my_exp.a 64, my_exp.b 63
my_exp.o 64, my_mod.O 64, my_mod.b 64, my_mod.o 64, number 64, power_of 63, small_mod 64, state 8
logic make-up after synthesis:
| group | Yosys count | share of synthesized area |
|---|---|---|
| AOI/OAI and AO/OA | 808 | 0.0538 |
| muxes | 437 | 0.0554 |
| buffers and inverters | 2576 | 0.0977 |
| xor gates and xnor gates | 255 | 0.0225 |
| other | 1 | 0.0000378 |
| adders and majority gates | 2153 | 0.400 |
| DFF | 990 | 0.286 |
| and+or+nand+nor | 1795 | 0.0845 |
area by class of cell:
type | instances | area share
clock buffers | 122 | 0.0255
inverters | 2230 | 0.0772
diodes | 3 | 0.0000692
well taps | 2640 | 0.0304
flip-flops and latches | 990 | 0.262
multi-input cells | 5449 | 0.564
repair buffers | 373 | 0.0321
clock inverters | 81 | 0.00930
per-layer routing:
metal  track usage  share of wire
met1         0.393           0.38
met2         0.434           0.50
met3        0.0987          0.089
met4        0.0696          0.034
met5       0.00513        0.00090
power by group through the flow:
stage     clock network [W]  registers (W)  logic [W]
4_1_cts             0.00156        0.00159  0.0000826
6_report            0.00151        0.00159  0.0000809
5_1_grt             0.00161        0.00159  0.0000894
metrics by stage:
step | total power, W | util
floorplan | 0.00166 | -
global placement | 0.00170 | 0.531
detailed placement | 0.00170 | 0.531
CTS | 0.00323 | 0.550
global route | 0.00329 | 0.550
finish | 0.00318 | 0.550
Power is estimated from default activity; no workload was simulated.
